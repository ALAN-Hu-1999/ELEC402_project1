**flow/run.sh**
```bash
#!/bin/bash
# OpenROAD 26Q1-2900-gdf79404cd8, Yosys 0.63+post, stock flow scripts
make -C /OpenROAD-flow-scripts/flow DESIGN_CONFIG=/design/flow/config.mk WORK_HOME=/design/flow/orfs finish
```
**flow/config.mk**
```make
export PLATFORM = sky130hd
export DESIGN_NAME = CoinCahser
export DESIGN_NICKNAME = CoinCahser
export VERILOG_FILES = /design/flow/design.v
export SDC_FILE = /design/flow/constraint.sdc
export NUM_CORES = 4
export LEC_CHECK = 1
export CORE_AREA = 10 10 70 70
export DIE_AREA = 0 0 80 80
```
**flow/constraint.sdc**
```tcl
current_design CoinCahser

set clk_period 3.4
set clk_io_pct 0.2

create_clock -name clk0 -period $clk_period [get_ports {clk}]

set non_clock_inputs [all_inputs -no_clocks]
set_input_delay [expr $clk_period * $clk_io_pct] -clock clk0 $non_clock_inputs
set_output_delay [expr $clk_period * $clk_io_pct] -clock clk0 [all_outputs]
```
**flow/design.v**
```verilog
module CoinCahser(
    input   clk, return_coin, timer_finish, coin_insert, game_finish,  
    input   [2:0] inserted_coin,           
    output  timer_en, coin_reject, eat_coins, reset_timer, spit_coin, wait_ready, game_start     
);
    logic [11:0] state = 12'b0;
    parameter power_on          = 12'b0;             
    parameter wait_game_start   = 12'b1;             
    parameter check_coin        = 12'b10;            
    parameter spit_all_coin     = 12'b100;           
    parameter check_coin_num    = 12'b1000;          
    parameter reject_coin       = 12'b10000;         
    parameter start_game        = 12'b100000;        
    parameter wait_game_fin     = 12'b10000000;      
    parameter start_timer       = 12'b100000000;     
    parameter incr_coin_count   = 12'b1000000000;    
    logic [3:0] coin_counter = 4'd0;     
    parameter desired_coin_type = 3'b100;
    parameter desired_coin_num  = 4'd3;
    always_ff @(posedge clk) begin 
        case(state)
            power_on:       state <= wait_game_start;
            wait_game_start: begin
                if(return_coin || timer_finish)
                    state <= spit_all_coin;
                else if(coin_insert)
                    state <= check_coin;
                else
                    state <= wait_game_start;
            end
            check_coin: begin
                if(inserted_coin == desired_coin_type)  
                    state <= check_coin_num;
                else
                    state <= reject_coin;
            end
            spit_all_coin: begin
                state <= wait_game_start;
                coin_counter <= 4'd0;    
            end 
            check_coin_num: begin
                if((coin_counter + 1'b1) == desired_coin_num)    
                    state <= start_game;
                else if ((coin_counter + 1'b1) == 4'd1)
                    state <= start_timer;
                else 
                    state <= incr_coin_count;
            end
            reject_coin:    state <= wait_game_start;
            start_game: begin
                state <= wait_game_fin;
                coin_counter <= 4'd0;    
            end     
            wait_game_fin:  state <= game_finish ? wait_game_start : wait_game_fin;
            start_timer:    state <= incr_coin_count;
            incr_coin_count: begin 
                state <= wait_game_start;
                coin_counter <= coin_counter + 4'b1;
            end 
            default: state <= wait_game_start;
        endcase
    end
    assign timer_en     = state[8];
    assign coin_reject  = state[4] || state[5];
    assign eat_coins    = state[5];
    assign reset_timer  = state[5] || state[2];
    assign spit_coin    = state[2];
    assign wait_ready   = state[0];  
    assign game_start   = state[5];
endmodule
```
==> flow_metrics.env <==
# implementation run metrics
export IMPL_htree_num_levels=1
export IMPL_r2r_cells=4
export IMPL_slew_viol_final=0
export IMPL_detail_route_antenna_nets=0
export IMPL_worst_ep_arrival_time_ps=1460
export IMPL_worstSetupPathType="flip-flop to primary output"
export IMPL_die_height_microns=80
export IMPL_netlist_instances=81
export IMPL_cts_buffers_inserted=3
export IMPL_most_common_cell="sky130_fd_sc_hd__nor2_1"
export IMPL_max_clock_path_buffers=2
export IMPL_setup_violations_final=0
export IMPL_synthesis_area_sq_um=738.2
export IMPL_die_w_microns=80
export IMPL_cts_tree="done"
export IMPL_r2r_end="coin_counter[0]$_SDFFCE_PN0P_"
export IMPL_placementRows=21
export IMPL_hold_path_class="flip-flop to flip-flop"
export IMPL_dp_worst_setup_slack_ps=1495
export IMPL_firstDrtPassIters=4
export IMPL_postSynthAreaPerCell_sq_um=9.114
export IMPL_hold_ws_ps=551.7
export IMPL_setup_worst_path_end_class="primary output"
export IMPL_yosys_area_sq_um=738.2
export IMPL_cts_root_buf="sky130_fd_sc_hd__clkbuf_4"
export IMPL_post_synth_top_area_cell="sky130_fd_sc_hd__dfxtp_1"
export IMPL_numPortBuffers=14
export IMPL_setup_worst_path_start_class="flip-flop"
export IMPL_report_final_hold_viol_count=0
export IMPL_final_layout_size_suffix_gt1_share_pct=10.31
export IMPL_area_of_placed_instances_sq_um=923.4
export IMPL_ys_cells=81
export IMPL_edf_count=4
export IMPL_detail_route_drc_violations=0
export IMPL_n_antenna_cell=0
export IMPL_globalRouteOverflowTotal=0
export IMPL_layout_filler_cell_count=384
export IMPL_synthDominantCellAreaShare_pct=24.41
export IMPL_critPathMaxFanout=11
export IMPL_detailroute_via_count=591
export IMPL_yosys_stat_seqShare_pct=40.68
export IMPL_area_delta_synth_final_pct=28.64
export IMPL_setup_worst_path_start="state[5]$_DFF_P_"
export IMPL_finalWorstPathRequiredPeriod_ps=2139
export IMPL_share_of_flip_flops_with_an_asynchronous_set_or_reset_after_synthesis_pct=0
export IMPL_power_per_cell_area_nw_per_um2=510.5
export IMPL_grt_antenna_before_repair=0
export IMPL_timing_setup_tns_ps=0
export IMPL_finalPower_mw=0.4848
export IMPL_clk_transition_reported_paths_ps=80
export IMPL_largest_net_degree_at_the_start_of_global_routing=12
export IMPL_status="finished, final reports clean"
export IMPL_max_slew_worst_pin_slew_ps=690.2
export IMPL_power_static_leakage_nw=0.3839
export IMPL_ys_seq_elements=13
export IMPL_post_cts_resize_count=0
export IMPL_wirelength_microns=1435
export IMPL_cts_sink_count=13
export IMPL_cts_hold_fix_buffers=0
export IMPL_ranking_of_synthesized_cells_by_area="sky130_fd_sc_hd__dfxtp_1 (24%), sky130_fd_sc_hd__edfxtp_1 (16%), sky130_fd_sc_hd__nor2_1 (6.6%)"
export IMPL_comb_area_sq_um=399.1
export IMPL_place_congestion=0.8336
export IMPL_timing_rr_start="state[5]$_DFF_P_"
export IMPL_core_area_sq_um=3416
export IMPL_log_warnings=27
export IMPL_top_cells_by_count="sky130_fd_sc_hd__nor2_1 (13), sky130_fd_sc_hd__dfxtp_1 (9), sky130_fd_sc_hd__inv_1 (7), sky130_fd_sc_hd__edfxtp_1 (4)"
export IMPL_rsz0062_at_grt="no"
export IMPL_hpwl_microns=1151
export IMPL_num_io_pins=15
export IMPL_layout_area_seq_sq_um=300.3
export IMPL_max_vdd_ir_drop_mv=0.2582
export IMPL_worst_skew_pair_late_latency_ps=270
export IMPL_maxSlewHeadroom_pct=53.56
export IMPL_cts_setup_buffers=0
export IMPL_regToRegSetupSlack_ps=1610
export IMPL_timing_clock_skew_ps=4.759
export IMPL_design_area_sq_um=949.7
export IMPL_routed_wire_length_per_instance_microns=10.03
export IMPL_endpoint_of_the_most_critical_setup_path="coin_reject"
export IMPL_initCoreUtil_pct=21.61
export IMPL_yosysUniqueCellTypes=35
export IMPL_max_freq_ghz=0.4676
export IMPL_grt_use_total_pct=4.888
export IMPL_detailedRoute_firstIterationViolations=28
export IMPL_timing_critical_path_required_ps=2720
export IMPL_first_pass_grt_wire_length_microns=2622
export IMPL_floorplan_die_area_sq_um=6400
export IMPL_grt_pass1_vias=582
export IMPL_period_utilisation_layout_pct=62.91
export IMPL_setup_slack_ps=1261
export IMPL_route_detailed_vias_per_inst=4.133
export IMPL_yosys_warnings=1
export IMPL_ff_type="sky130_fd_sc_hd__dfxtp_1"
export IMPL_max_cap_viol_count=0
power by group:
group	internal, mW	switching [mW]	leakage, nW
clock network	0.0454	0.0460	0.0150
logic	0.0995	0.0738	0.258
registers	0.187	0.0333	0.111
area by class of cell:
| cell class | instances | share of cell area [%] |
|---|---|---|
| clock buffers | 4 | 2.767 |
| inverters | 7 | 2.767 |
| multi-input cells | 59 | 42.03 |
| flip-flops and latches | 13 | 31.62 |
| well taps | 46 | 6.061 |
| repair buffers | 14 | 14.76 |
per-stage QoR:
step | util (%) | instances
final | 27.80 | 143
after global routing | 27.80 | 143
after floorplan | - | 81
after global placement | 27.03 | 139
after detailed placement | 27.03 | 139
after CTS | 27.80 | 143
sequential cells by signal (all words and copies together) (netlist names):
name / cells
state: 9
coin_counter: 4
cells in the final DEF, fill, tap and decap left out, types with 2 or more instances in the layout:
cell type / netlist / routed
sky130_fd_sc_hd__clkbuf_4: 0 / 3
sky130_fd_sc_hd__clkdlybuf4s50_1: 0 / 14
sky130_fd_sc_hd__dfxtp_1: 9 / 9
sky130_fd_sc_hd__edfxtp_1: 4 / 4
sky130_fd_sc_hd__ha_1: 3 / 3
sky130_fd_sc_hd__inv_1: 7 / 7
sky130_fd_sc_hd__nand2_1: 3 / 3
sky130_fd_sc_hd__nand3_1: 2 / 2
sky130_fd_sc_hd__nor2_1: 13 / 13
sky130_fd_sc_hd__nor2b_1: 3 / 3
sky130_fd_sc_hd__nor3_1: 2 / 2
sky130_fd_sc_hd__nor3b_1: 3 / 3
sky130_fd_sc_hd__nor4_1: 2 / 2
sky130_fd_sc_hd__o21ai_0: 2 / 2
sky130_fd_sc_hd__or2_2: 3 / 3
sky130_fd_sc_hd__or3_1: 2 / 2
sky130_fd_sc_hd__xor2_1: 3 / 3
layer usage:
layer | share of wire [%] | track usage, % | vias up | wire length, microns
li1 | - | - | 317 | -
met5 | 0 | 0 | - | 0
met4 | 0.42 | 0.5282 | 0 | 6
met1 | 50 | 6.498 | 258 | 713
met2 | 42 | 7.063 | 14 | 597
met3 | 8.2 | 2.614 | 2 | 117
how the worst min path moves through the flow:
stage / start / to / slack (ps) / cells past startpoint
after CTS: state[1]$_DFF_P_ / state[4]$_DFF_P_ / 560 / 2
after global routing: state[3]$_DFF_P_ / state[5]$_DFF_P_ / 590 / 2
final: state[1]$_DFF_P_ / state[4]$_DFF_P_ / 550 / 2
worst max-delay path, cell delays in order (launching register included):
cell and delay, ps:
sky130_fd_sc_hd__dfxtp_1 540, sky130_fd_sc_hd__or2_2 190, sky130_fd_sc_hd__clkdlybuf4s50_1 460
logic make-up (layout without fill, tap and decap cells):
family	count (synthesis)	count (layout)	synth area share [%]
compound gates	10	10	10.68
simple gates	41	41	32.21
mux	1	1	1.356
fa+ha+maj	3	3	5.085
xor+xnor	4	4	4.747
flops	13	13	40.68
buf+inv	9	25	5.255
Power figures rest on the tool's default switching activity, not on a simulated workload.
